<file path="./design.v">
module wxwjwlsd(out,clk,sel);
input clk;
output [6:0]out;
output sel;
reg [6:0]out;
reg [3:0]state;
assign sel=1'b0;
parameter s0=0,s1=1,s2=2,s3=3,s4=4,s5=5,s6=6,s7=7;
reg clk_1hz;
reg [31:0]cnt;
always @ (posedge clk)
 begin
 if(cnt==32'd25_000_000)
  begin
  clk_1hz<=~clk_1hz;
  cnt<='b0;
  end
 else 
  begin 
  cnt<= cnt +'b1;
  end
 end
always @ (state)
 case(state)
 s0:out=7'b0110000;
 s1:out=7'b1111011;
 s2:out=7'b1111110;
 s3:out=7'b1111001;
 s4:out=7'b1111110;
 s5:out=7'b0110011;
 s6:out=7'b0110000;
 s7:out=7'b1111011;
 default out=4'b11111111;
 endcase
always @ (posedge clk_1hz)
 case(state)
 s0:state<=s1;
 s1:state<=s2;
 s2:state<=s3;
 s3:state<=s4;
 s4:state<=s5;
 s5:state<=s6;
 s6:state<=s7;
 s7:state<=s0;
 default:state<=s0;
 endcase
endmodule
</file>
<file path="./run.sh">
#!/bin/bash
# OpenROAD 26Q1-2900-gdf79404cd8, Yosys 0.63+post, stock flow scripts
make -C /OpenROAD-flow-scripts/flow DESIGN_CONFIG=/design/flow/config.mk WORK_HOME=/design/flow/orfs finish
</file>
<file path="./config.mk">
export PLATFORM = sky130hd
export DESIGN_NAME = wxwjwlsd
export DESIGN_NICKNAME = wxwjwlsd
export VERILOG_FILES = /design/flow/design.v
export SDC_FILE = /design/flow/constraint.sdc
export NUM_CORES = 4
export LEC_CHECK = 1
export CORE_AREA = 10 10 102 102
export DIE_AREA = 0 0 112 112
</file>
<file path="./constraint.sdc">
current_design wxwjwlsd

set clk_period 4.7
set clk_io_pct 0.2

create_clock -name clk0 -period $clk_period [get_ports {clk}]

set non_clock_inputs [all_inputs -no_clocks]
set_input_delay [expr $clk_period * $clk_io_pct] -clock clk0 $non_clock_inputs
set_output_delay [expr $clk_period * $clk_io_pct] -clock clk0 [all_outputs]
</file>
==> out/results.env <==
OUTCOME='completed'
YOSYS_CELL_COUNT=194
SYNTHCELLS=194
SLEW_VIOL_FINAL=0
CTS_TREE='yes'
WORST_PIN_SLEW_PS=542
HOLD_CLASS='flip-flop to flip-flop'
ROUTE.DETAILED.DRC=0
FILLCELLCOUNT=851
UNTIMED_ENDPOINTS=8
YS_FF=36
FINAL_CELL_COUNT_NO_FILL=303
FLOORPLAN.DIE.WIDTH_UM=112
ROUTABILITYCONGESTION=0.840
MAXCAPVIOLATIONS=0
SETUP_REPAIR_AFTER_GLOBAL_ROUTING_MISSED_ITS_MARGIN='false'
RR_STARTPOINT='cnt[0]$_SDFF_PN0_'
POWER.STATIC_LEAKAGE_nW=0.756
ANTENNA_CELLS_INSERTED=0
STARTPOINT_TYPE='flip-flop'
SYNTHESIS.AREA_PER_INSTANCE_UM2=9.35
DR_VIAS=1336
REGISTER_PINS_LEFT_WITHOUT_A_CLOCK=3
DIE_H_UM=112
CRITPATHKIND='flip-flop to flip-flop'
DRT_PASS1_ITERATIONS=4
AREAGROWTHSYNTHTOFINISH_PCT=11.3
GR-TOTAL-OVERFLOW=0
ROUTE.DETAILED.VIAS_PER_INST=4.41
PWR_PER_CELL_AREA_nW_PER_UM2=246
WORSTSETUPENDPOINTTYPE='flip-flop'
PATH_MAX_FANOUT=9
FLOORPLAN.CORE_AREA_UM2=8220
SETUP_TOTAL_NEGATIVE_SLACK_PS=0
CLOCK-ROOT-BUFFER='sky130_fd_sc_hd__clkbuf_8'
PLACED_CELLS=295
NUMCTSBUFFERS=5
DP_HPWL_UM=2380
FINAL-SETUP-VIOL-COUNT=0
WIRELENGTH_UM=3220
SKEW_PS=8.68
SYNTH.YOSYS.WARNINGS=2
TIMING.SLEW.HEADROOM_PCT=63.6
PEAK_SUPPLY_DROP_mV=0.196
CRITPATHLAUNCH='cnt[0]$_SDFF_PN0_'
FMAX_MHz=537
R2R_END='cnt[20]$_SDFF_PN0_'
ROUTE.DETAILED.WL_PER_INST_UM=10.6
CTS.REPAIR_TIMING.SETUP_BUFFER_COUNT=0
CRITICAL_PATH.ENDPOINT='cnt[20]$_SDFF_PN0_'
CP_DATA_REQUIRED_TIME_PS=4920
MOSTFREQUENTLAYOUTCELL='sky130_fd_sc_hd__dfxtp_1'
POST_CTS.RESIZED_INSTANCES=0
STARTING_UTILIZATION_OF_THE_CORE_AREA_PCT=22.1
FIN_CRIT_PS=1860
PLACEMENT_ROWS=33
GROUTE.USAGE.OVERALL_PCT=5.25
CLK_PATH_BUF_DEPTH=2
GRT_MAX_DEGREE=15
PORT_BUFFERS=5
HTREEDEPTH=2
POST_CTS_HOLD_BUFFER_COUNT=0
WORST_PATH_CLK_SLEW_PS=70
COMBINED_FLIP_FLOP_AND_LATCH_CELL_AREA_UM2=731
FINAL-COMB-AREA_UM2=967
LAYOUT_CELL_SHARE_WITH_DRIVE_STRENGTH_BEYOND_1_PCT=9.60
DRTANTENNAVIOLNETS=0
DESIGN.DIE.AREA_UM2=12500
YOSYS.STAT.SEQSHARE_PCT=40.3
NUM_IO_PINS=9
NUMBER_OF_GLOBAL_ROUTE_VIAS_BEFORE_REPAIR=1231
DRT-INITIAL-DRC-COUNT=63
POST_SYNTH_NUM_CELL_TYPES=39
ANTENNA_FOUND_INITIAL=0
R2R_CELLS=5
TCRIT_TCLK_FINAL_PCT=39.6
SYNTH.YOSYS.CHIP_AREA_UM2=1810
R2R_SLACK_PS=2840
CLK_LATENCY_PS=280
TOOL_WARNINGS=31
NETLIST_AREA_UM2=1810
WIRE_LENGTH_OF_THE_FIRST_GLOBAL_ROUTING_PASS_UM=5730
HOLD_VIOL_FINAL=0
FINAL_CELL_MIX='sky130_fd_sc_hd__dfxtp_1, sky130_fd_sc_hd__nand3_1, sky130_fd_sc_hd__xnor2_1, sky130_fd_sc_hd__nand4_1, sky130_fd_sc_hd__nand2_1'
CP_DATA_ARRIVAL_TIME_PS=2080
-- per-stage QoR --
stage          area [um2]  utilization, %  power, mW  hold WS (ps)  setup slack, ps
3_5_place_dp         1930            23.5      0.287           454             2850
6_report             2020            24.6      0.496           465             2840
2_1_floorplan        1820               -      0.289           435             3030
4_1_cts              2020            24.6      0.505           468             2830
5_1_grt              2020            24.6      0.517           489             2700
3_3_place_gp         1930            23.5      0.287           456             2900
-- worst max-delay path: stages, from the launching register on --
cell and delay (ps):
sky130_fd_sc_hd__dfxtp_1 410, sky130_fd_sc_hd__ha_1 210, sky130_fd_sc_hd__and3_1 340, sky130_fd_sc_hd__nand4_4 200, sky130_fd_sc_hd__or4_1 510, sky130_fd_sc_hd__a21oi_1 150
-- power breakdown --
part / switching [mW] / internal [mW]
Clock: 0.0956 / 0.119
Combinational: 0.000110 / 0
Sequential: 0 / 0.281
-- per-layer routing --
layer | share of wire [%] | GRT usage [%] | wire length [um] | vias up
li1 | - | - | - | 695
met1 | 50 | 7.34 | 1610 | 626
met2 | 47 | 8.16 | 1500 | 13
met3 | 2.5 | 1.30 | 80 | 2
met4 | 0.96 | 0.846 | 31 | 0
met5 | 0 | 0 | 0 | -
-- synth_stat cells --
| cell type | instances | area (um2) |
|---|---|---|
| sky130_fd_sc_hd__a31o_2 | 2 | 17.5 |
| sky130_fd_sc_hd__nand2_2 | 2 | 12.5 |
| sky130_fd_sc_hd__buf_4 | 7 | 52.6 |
| sky130_fd_sc_hd__clkbuf_1 | 1 | 3.75 |
| sky130_fd_sc_hd__or3_1 | 1 | 6.26 |
| sky130_fd_sc_hd__edfxtp_1 | 1 | 30.0 |
| sky130_fd_sc_hd__mux2i_1 | 4 | 40.0 |
| sky130_fd_sc_hd__inv_1 | 11 | 41.3 |
| sky130_fd_sc_hd__mux2_2 | 1 | 11.3 |
| sky130_fd_sc_hd__xor2_1 | 8 | 70.1 |
| sky130_fd_sc_hd__nor2_1 | 10 | 37.5 |
| sky130_fd_sc_hd__nor4_1 | 6 | 37.5 |
| sky130_fd_sc_hd__and4_1 | 3 | 26.3 |
| sky130_fd_sc_hd__nor2b_1 | 1 | 6.26 |
| sky130_fd_sc_hd__nor3_1 | 2 | 10.0 |
| sky130_fd_sc_hd__o21ai_0 | 2 | 10.0 |
| sky130_fd_sc_hd__nor3_2 | 1 | 10.0 |
| sky130_fd_sc_hd__conb_1 | 2 | 7.51 |
| sky130_fd_sc_hd__nand4_4 | 1 | 21.3 |
| sky130_fd_sc_hd__nand2_1 | 12 | 45.0 |
| sky130_fd_sc_hd__o31ai_1 | 3 | 22.5 |
| sky130_fd_sc_hd__or4_1 | 5 | 37.5 |
| sky130_fd_sc_hd__nand3_1 | 14 | 70.1 |
| sky130_fd_sc_hd__and3_1 | 8 | 50.1 |
| sky130_fd_sc_hd__and4_2 | 1 | 10.0 |
| sky130_fd_sc_hd__o221ai_1 | 1 | 8.76 |
| sky130_fd_sc_hd__nor4_4 | 1 | 21.3 |
| sky130_fd_sc_hd__buf_6 | 1 | 11.3 |
| sky130_fd_sc_hd__dfxtp_1 | 35 | 701 |
| sky130_fd_sc_hd__o211ai_1 | 2 | 15.0 |
| sky130_fd_sc_hd__xnor2_1 | 13 | 114 |
| sky130_fd_sc_hd__nand4_1 | 12 | 75.1 |
| sky130_fd_sc_hd__buf_2 | 2 | 10.0 |
| sky130_fd_sc_hd__a21oi_1 | 6 | 30.0 |
| sky130_fd_sc_hd__and4bb_2 | 1 | 12.5 |
| sky130_fd_sc_hd__or3_2 | 1 | 7.51 |
| sky130_fd_sc_hd__ha_1 | 8 | 100 |
| sky130_fd_sc_hd__and4_4 | 1 | 11.3 |
| sky130_fd_sc_hd__nor4b_1 | 1 | 8.76 |
-- area by class of cell --
class,count,area share [%]
Clock buffer,8,4.46
Timing Repair Buffer,6,2.85
Sequential cell,36,36.2
Inverter,11,2.05
Multi-Input combinational cell,137,47.9
Tap cell,105,6.51
-- how the worst min path moves through the flow --
| stage | startpoint | endpoint | slack (ps) | cells past startpoint |
|---|---|---|---|---|
| final | cnt[31]$_SDFF_PN0_ | cnt[31]$_SDFF_PN0_ | 460 | 1 |
| after CTS | cnt[31]$_SDFF_PN0_ | cnt[31]$_SDFF_PN0_ | 470 | 1 |
| after global routing | cnt[31]$_SDFF_PN0_ | cnt[31]$_SDFF_PN0_ | 490 | 1 |
-- state kept, by name (all words and copies together) (netlist names) --
name / cells
state: 3
clk_1hz: 1
cnt: 32
-- kinds of logic (layout without fill, tap and decap cells) --
logic type | after synthesis | in the layout | synth area share [%]
AOI/OAI and AO/OA | 16 | 16 | 5.73
and+or+nand+nor | 84 | 84 | 28.5
DFF | 36 | 36 | 40.3
other | 2 | 3 | 0.414
muxes | 5 | 5 | 2.83
xor gates and xnor gates | 21 | 21 | 10.1
adders and majority gates | 8 | 8 | 5.52
buffers and inverters | 22 | 25 | 6.56
Power is estimated from default activity; no workload was simulated.
