==> /design/flow/design.v <==
module shiyan3(wout,sel,win2,win1,en);
input [2:0]sel;
input en;
input [3:0]win1,win2;
output [3:0]wout;
reg [3:0]wout;
parameter win8=4'b0001; 
parameter win7=4'b1001; 
parameter win6=4'b0000; 
parameter win5=4'b0011; 
parameter win4=4'b0000; 
parameter win3=4'b0100; 
always @(sel or win2 or win1 or en)
if (!en)
case(sel)
3'b000:wout=win1;
3'b001:wout=win2;
3'b010:wout=win3;
3'b011:wout=win4;
3'b100:wout=win5;
3'b101:wout=win6;
3'b110:wout=win7;
3'b111:wout=win8;
default:wout=4'bx;
endcase
else wout=4'bx;
endmodule
==> /design/flow/run.sh <==
#!/bin/bash
# OpenROAD 26Q1-2900-gdf79404cd8, Yosys 0.63+post, stock flow scripts
make -C /OpenROAD-flow-scripts/flow DESIGN_CONFIG=/design/flow/config.mk WORK_HOME=/design/flow/orfs finish
==> /design/flow/config.mk <==
export PLATFORM = sky130hd
export DESIGN_NAME = shiyan3
export DESIGN_NICKNAME = shiyan3
export VERILOG_FILES = /design/flow/design.v
export SDC_FILE = /design/flow/constraint.sdc
export NUM_CORES = 4
export LEC_CHECK = 1
export CORE_AREA = 10 10 70 70
export DIE_AREA = 0 0 80 80
==> /design/flow/constraint.sdc <==
current_design shiyan3

set clk_period 1.2
set clk_io_pct 0.2

create_clock -name clk0 -period $clk_period

set non_clock_inputs [all_inputs -no_clocks]
set_input_delay [expr $clk_period * $clk_io_pct] -clock clk0 $non_clock_inputs
set_output_delay [expr $clk_period * $clk_io_pct] -clock clk0 [all_outputs]
==> results.txt <==
The layout was made with Yosys and OpenROAD.

The transition time recorded at the tightest slew-check pin is 0.198 ns. The number of cell instances after yosys synthesis is 14. The post-synthesis average cell area is 7.15 sq um.

The max-cap check violation count is 0. Data arrives at the worst endpoint at ~0.86 ns. The sequential element share of the synthesized area is 0%. The net switching power is 0.0000235 W. The leakage power is 0.115 nW. The final count of negative-setup-slack endpoints is 0. The number of detailed-route iterations in the first pass is 2. Looking at the power breakdown, combinational cells take 100.0% of the total. Once placement completed, the tool counted placed cells totaling about 75.

The total die size is 6400 sq um. The clock network accounts for 0% of the total power. Warnings raised by the tools during the run amount to 33. The total global routing overflow is 0. The cell depth of the worst min-delay path is 3. The worst setup path is launched from an input port. The core region is 3420 sq um. The synthesis area per yosys is 100 sq um. The count of different cell masters after synthesis is 11. Entering global routing, the biggest net connects 9 pins. The combined area of all synthesized cells is 100 sq um. The peak per-stage delay on the critical path is 0.22 ns. The DRC violation total left in the routed layout is recorded as 0. Among cell families on the critical path, the largest total delay comes from buffers and inverters. The area taken by sequential standard cells is reported as 0 sq um. The number of port buffers is 15.

Measured along the x axis, the die boundary spans 80 um. The class of the worst hold path is in -> out. The achievable frequency is between 900 and 1000 MHz. The first global-routing pass estimated 931 um of wire. Per the detailed-route log, wirelength across all metal layers totals 581 um. The final hold violation count recorded for this run is 0. The power density over the cells is around 230 nW/um^2. Internal power comes to ~0.000038 W.

The critical path goes through buf_2 -> mux2i_1 -> o31ai_1 -> buf_2. The post-detailed-route count of antenna-violating nets is 0. After clock tree synthesis, the setup repair step added 0 buffers.

From synthesis to final layout, the design area changed by 168%. Note, the detailed placer reported a final HPWL of 508 um. The type of the worst setup path is in -> out. The cell taking the most area after synthesis is sky130_fd_sc_hd__mux2i_1. The final weighted congestion in routability-driven placement is 0.770. The total antenna diodes in the routed design is 0. The pre-placement core utilization is 2.93%.

After routing, the total negative slack on setup checks comes to 0 ns. The final worst-path cycle share is 91.9%. At the worst endpoint, the required time is between 0.9 and 1 ns. The clock period could shrink to 1.10 ns.

The max-slew check reports its worst relative slack as 86.7%. The vertical die dimension reported for this design is around 80 um. The report lists the number of standard-cell rows as 21. Max fanout on the critical path was recorded as 8.

The combinational cell area excluding buffers and inverters is 93.8 sq um. The final-report max-slew violation count is 0. TritonRoute output was used to compute an average wire per cell of 7.75 um. The final instance count without filler cells is 75. The fraction of power spent switching nets is 38.2%.

Synthesis produced a netlist whose cell count is 14. The layout clock buffer count is 0. Looking at hold timing, the worst path starts from sel[2].

Global routing used 1.78% of the available tracks across all layers. The run finished with clean final reports. The number of sequential storage elements is 0. Counting the fill cells in the layout gives 413. The fraction of final layout cells with drive strength greater than 1 is ~31%.

The share of synthesized area in the top cell type comes to 20.0%. The via count of the first global-routing pass came to 162. Warnings reported by Yosys during synthesis add up to 1. In this design, the critical path's most frequently occurring cell is sky130_fd_sc_hd__buf_2. The share of power burned in registers is 0%. The worst supply voltage drop on vdd is 0.0255 mV. Setup repair after global routing left no endpoint under its margin.

The post-route worst hold slack is 0.803 ns. The total power is roughly 0.00006 W. Sorting the synthesized cells by area gives the leading types as sky130_fd_sc_hd__mux2i_1, sky130_fd_sc_hd__nand3b_1, sky130_fd_sc_hd__o21bai_1, sky130_fd_sc_hd__a211oi_1, sky130_fd_sc_hd__a22oi_1. Detailed routing inserted a total of roughly 170 vias.

The worst-case hold path end point is wout[2]. Per the log, the first TritonRoute iteration ended with a DRC count of 14. The script reports the combined buffer and inverter count of the critical path as 2. STA classifies the critical path endpoint as an output pin.

The number of antenna violations at the first check in global routing is 0. The library cell contributing the largest single delay on the critical path is sky130_fd_sc_hd__o31ai_1. The final standard cell utilization of the core is 7.84%.

Using the TritonRoute via totals, the vias-per-cell ratio works out to 2.20. The number of top-level pins is 16.
-- power by group through the flow --
stage / combinational [W] / clock [W] / sequential (W)
CTS: 0.0000649 / 0 / 0
global route: 0.0000705 / 0 / 0
finish: 0.0000616 / 0 / 0
-- tightest hold or removal path, stage by stage --
cell	delay (ns)
sky130_fd_sc_hd__buf_2	0.16
sky130_fd_sc_hd__a211oi_2	0.05
sky130_fd_sc_hd__buf_2	0.12
-- area by class of cell --
| class | count | area share (%) |
|---|---|---|
| repair buffers | 16 | 42.1 |
| multi-input cells | 12 | 35.0 |
| well taps | 46 | 21.5 |
| inverters | 1 | 1.40 |
-- routing by layer --
layer  track usage, %  share of wire [%]
met5                0                  0
met3            0.795                 15
met2             2.97                 45
met1             2.18                 39
met4                0                  0
-- synthesized netlist by cell type, drive strengths merged --
| library cell | number |
|---|---|
| mux2i | 2 |
| nand3b | 2 |
| o21bai | 2 |
| a211oi | 1 |
| a21oi | 1 |
| a22oi | 1 |
| buf | 1 |
| inv | 1 |
| nand2b | 1 |
| nor3 | 1 |
| o31ai | 1 |
-- worst max path at each step --
stage | slack, ns | endpoint | cells after the start | startpoint
CTS | 0.01 | wout[2] | 4 | sel[1]
global route | 0.03 | wout[3] | 4 | win2[3]
finish | 0.1 | wout[3] | 4 | sel[0]
-- per-stage QoR --
| step | setup slack [ns] | instance area, sq um |
|---|---|---|
| floorplan | 0.356 | 100 |
| global placement | -0.729 | 308 |
| finish | 0.0967 | 268 |
| CTS | 0.0104 | 279 |
| detailed placement | -0.748 | 308 |
| global route | 0.0346 | 268 |
-- cells in the final DEF, fill, tap and decap left out --
master / netlist / routed
sky130_fd_sc_hd__dlygate4sd2_1: 0 / 8
sky130_fd_sc_hd__buf_2: 0 / 6
sky130_fd_sc_hd__mux2i_1: 2 / 2
sky130_fd_sc_hd__o21bai_1: 2 / 2
sky130_fd_sc_hd__nand3b_1: 2 / 2
sky130_fd_sc_hd__inv_1: 1 / 1
sky130_fd_sc_hd__a22oi_1: 1 / 1
sky130_fd_sc_hd__a21oi_1: 1 / 1
sky130_fd_sc_hd__nand2b_1: 1 / 1
sky130_fd_sc_hd__nor3_1: 1 / 1
sky130_fd_sc_hd__a211oi_2: 0 / 1
sky130_fd_sc_hd__o31ai_1: 1 / 1
sky130_fd_sc_hd__clkbuf_2: 0 / 1
sky130_fd_sc_hd__buf_4: 1 / 1
-- logic make-up after synthesis --
group           Yosys count  synth area share, %
compound gates            6                 42.5
simple gates              4                 26.2
mux                       2                 20.0
buf+inv                   2                 11.2
-- what timing repair did --
action	CTS	global route
hold buffers	0	0
setup endpoints to repair	4	3
gates resized	31	3
pin swaps	6	1
Power is estimated from default activity; no workload was simulated.
