===== flow/config.mk =====
export PLATFORM = sky130hd
export DESIGN_NAME = shiyan2
export DESIGN_NICKNAME = shiyan2
export VERILOG_FILES = /design/flow/design.v
export SDC_FILE = /design/flow/constraint.sdc
export NUM_CORES = 4
export LEC_CHECK = 1
export CORE_AREA = 10 10 70 70
export DIE_AREA = 0 0 80 80

===== flow/constraint.sdc =====
current_design shiyan2

set clk_period 1.7
set clk_io_pct 0.2

create_clock -name clk0 -period $clk_period

set non_clock_inputs [all_inputs -no_clocks]
set_input_delay [expr $clk_period * $clk_io_pct] -clock clk0 $non_clock_inputs
set_output_delay [expr $clk_period * $clk_io_pct] -clock clk0 [all_outputs]

===== flow/design.v =====
module shiyan2 (wdata, wa,wb,wc,wd,we,wf,wg,sel);
input [3:0] wdata;
output wa,wb,wc,wd,we,wf,wg;
output sel;
reg wa,wb,wc,wd,we,wf,wg ;
assign sel=1'b0;
always @(wdata)
begin 
case(wdata)
4'b0000:{wa,wb,wc,wd,we,wf,wg}= 7'b1111110; 
4'b0001:{wa,wb,wc,wd,we,wf,wg}= 7'b0110000; 
4'b0010:{wa,wb,wc,wd,we,wf,wg}= 7'b1101101; 
4'b0011:{wa,wb,wc,wd,we,wf,wg}= 7'b1111001; 
4'b0100:{wa,wb,wc,wd,we,wf,wg}= 7'b0110011; 
4'b0101:{wa,wb,wc,wd,we,wf,wg}= 7'b1011011; 
4'b0110:{wa,wb,wc,wd,we,wf,wg}= 7'b1011111; 
4'b0111:{wa,wb,wc,wd,we,wf,wg}= 7'b1110000; 
4'b1000:{wa,wb,wc,wd,we,wf,wg}= 7'b1111111; 
4'b1001:{wa,wb,wc,wd,we,wf,wg}= 7'b1111011; 
default:{wa,wb,wc,wd,we,wf,wg} =7'bx;
endcase
end
endmodule

===== flow/run.sh =====
#!/bin/bash
# OpenROAD 26Q1-2900-gdf79404cd8, Yosys 0.63+post, stock flow scripts
make -C /OpenROAD-flow-scripts/flow DESIGN_CONFIG=/design/flow/config.mk WORK_HOME=/design/flow/orfs finish

==> results.yml <==
# flow metrics
place:
  dp_worst_setup_slack_ns: -0.618
  postPlaceCellArea_um2: 384
  gp_congestion: 0.775
  post-place-cells: 86
  hpwl_um: 567
  io_buffers: 11
route:
  drc_errors: 0
  ant_nets: 0
  drt_iter0_drc: 10
  wirelength_um: 670
  routedWlPerCell_um: 7.70
  first_pass_iters: 2
  routed_via_density: 2.67
  dr_total_vias: 232
  antennaDiodeCount: 0
critical_path:
  crit_family: "buffers and inverters"
  crit_path_start_kind: "input port"
  critical_path_class: "input port to primary output"
  cp_slowest_stage_delay_ns: 0.47
  required_ns: 1.36
  cp-end-kind: "primary output"
  critPathSlowestCell: "clkdlybuf4s50_1"
  crit_fanout: 7
  crit_buf_inv: 2
  crit_chain: "dlygate4sd2_1, nand3b_1, clkdlybuf4s50_1"
  arrival_ns: 1.30
timing:
  hold_ws_ns: 1.08
  final-hold-violation-count: 0
  finalSetupTns_ns: 0
  finalSetupViolCount: 0
  drv_slew: 0
  fin_crit_ns: 1.64
  setup_slack_ns: 0.0611
  clock.fmax_mhz: 610
  min_period_over_period_pct: 96.4
layout:
  syn_to_final_growth_pct: 109
  ff_latch_area_um2: 0
  final_cells: 87
  post-route-util_pct: 11.7
  design_area_um2: 400
  seq_cell_count: 0
  fillers: 395
  layout.area.comb_um2: 188
  nClkBuffers: 0
  drive_gt1_share_pct: 34.1
global_route:
  overflow: 0
  antenna_found_initial: 0
  grt_pass1_wl_um: 1150
  grt_pass1_vias: 244
  track_usage_pct: 2.15
  grt_max_degree: 8
synthesis:
  avgSynthCellArea_um2: 7.36
  synthCells: 26
  yosysWarnings: 1
  area_leaders: "ha_1, nand2b_1, a211o_1"
  top_area_share_pct: 39.2
  largest_area_cell: "ha_1"
  syn_area_um2: 191
  synth_chip_area_um2: 191
  ys_top_cells_by_count: "ha_1, nand2b_1"
  yosysCellCount: 26
  top_cell: "ha_1"
  synth_cell_types: 14
  synth_seq_share_pct: 0
power:
  clkPwrFrac_pct: 0
  power_leakage_nw: 0.182
  switchingPower_mw: 0.0272
  p_total_mw: 0.0676
  pwr-share-seq_pct: 0
  peakVddDrop_uv: 29.8
  swShare_pct: 40.2
  intPower_mw: 0.0404
  cellPowerDensity_nw_per_um2: 169
  combPwrFrac_pct: 100.0
run:
  tool_warnings: 38
  drv_cap: 0
die:
  io-pin-count: 12
  die_h_um: 80
  dieArea_um2: 6400
  initCoreUtil_pct: 5.60
  core_area_um2: 3420
  die-width_um: 80
  rows: 21
min_path:
  worstHoldPathType: "input port to primary output"
status:
  outcome: "completed"
## logic make-up after synthesis
group | share of synthesized area, %
other | 1.96
adder cells (fa/ha/maj) | 39.2
AND-OR/OR-AND | 20.9
AND/OR/NAND/NOR | 25.5
buffers and inverters | 12.4
## cells in the final DEF, fill, tap and decap left out, types with 2 or more instances in the layout
| cell type | Yosys | routed |
|---|---|---|
| a21o_1 | 2 | 2 |
| a211o_1 | 2 | 2 |
| ha_1 | 6 | 5 |
| dlymetal6s2s_1 | 0 | 2 |
| nand2b_1 | 3 | 2 |
| buf_2 | 0 | 2 |
| nand2_1 | 2 | 2 |
| dlygate4sd2_1 | 0 | 5 |
| buf_4 | 1 | 7 |
| nor2_1 | 2 | 2 |
| inv_2 | 1 | 2 |
## tightest hold or removal path, cell delays in order
cell            delay, ns
buf_2                0.15
nand2b_4             0.07
a21o_1               0.09
dlymetal6s2s_1       0.09
## power by group through the flow
stage	Sequential (mW)	Combinational (mW)	Clock, mW
4_1_cts	0	0.0686	0
6_report	0	0.0676	0
5_1_grt	0	0.0770	0
## layout make-up
class	instances	share of cell area [%]
inverters	3	3.44
well taps	46	14.4
repair buffers	17	35.3
multi-input cells	21	46.9
## metal layers
| metal | global-route usage [%] | part of all wire [%] | routed length (um) |
|---|---|---|---|
| met3 | 0.341 | 6.0 | 40 |
| met2 | 3.77 | 48 | 324 |
| met4 | 0 | 0 | 0 |
| met1 | 2.83 | 45 | 304 |
| met5 | 0 | 0 | 0 |
## worst paths after layout
kind     start  end  cells past startpoint
max   wdata[3]   wb                      3
min   wdata[2]   wd                      4
## timing repair
action                                 CTS  global route
buffers inserted                         0             1
pin swaps                                1             1
gates resized                           22             4
endpoints found under the hold margin    0             0
hold buffers                             0             0
setup endpoints to repair                7             3
Power and IR drop assume default switching activity.
